==> /design/flow/design.v <==
`timescale 1ns / 1ps
module BinaryToBCDConverter(Clk,BinaryNumber,BCDNumber,reset);
		parameter BitWidth = 17;   					 
		parameter BCDDigits = 6;						 
		input Clk;  										 
		input [BitWidth-1:0] BinaryNumber;  		 
		input reset;   									 
		 output reg [BCDDigits*4-1:0] BCDNumber;	 
		 reg [BCDDigits*4-1:0] BCDNumber_buffer;
		 reg [BitWidth-1:0] BinaryNumber_buffer;
		 parameter state_reg_width=logarithm(BitWidth);
		 integer j;
		 reg [state_reg_width:0] state;
		 function integer logarithm;
		 input integer input_value;       
			  integer i;
			  begin
					logarithm = 0;
					for(i = 0; 2**i < input_value; i = i + 1)
					begin
						 logarithm = i + 1;
					end
			  end     
		 endfunction
		 always @(posedge Clk)
		 begin
				if(state==0)
				begin
					BCDNumber_buffer<=0;
					BinaryNumber_buffer<=BinaryNumber;
					state<=state+1;
				end
				else
				begin
					if(state<=BitWidth)
					begin
						BCDNumber_buffer={BCDNumber_buffer[BCDDigits*4-2:0],BinaryNumber_buffer[BitWidth-1]};
						BinaryNumber_buffer=BinaryNumber_buffer<<1;
						if(state<BitWidth) begin		
							for (j=1;j<=BCDDigits;j=j+1)
							begin
								if({BCDNumber_buffer[4*j-1],BCDNumber_buffer[4*j-2],BCDNumber_buffer[4*j-3],BCDNumber_buffer[4*j-4]}>4'd4)
								begin
									{BCDNumber_buffer[4*j-1],BCDNumber_buffer[4*j-2],BCDNumber_buffer[4*j-3],BCDNumber_buffer[4*j-4]}={BCDNumber_buffer[4*j-1],BCDNumber_buffer[4*j-2],BCDNumber_buffer[4*j-3],BCDNumber_buffer[4*j-4]}+3;
								end
							end 
						end 
						state<=state+1;
					end
					else
					begin
						state<=0;
						BCDNumber<=BCDNumber_buffer;
					end
				end
		 end
endmodule
`timescale 1ns / 1ps
module ClockDivider(
    input Clock_in,			 
    input reset,  			 
    output reg Clock_out 	 
    );
    parameter clock_ratio=100000;
    parameter clock_ratio_two=clock_ratio/2;
    parameter reg_width=logarithm(clock_ratio);
    reg [reg_width:0] clock_counter;
    function integer logarithm;
    input integer input_value;       
        integer i;
        begin
            logarithm = 0;
            for(i = 0; 2**i < input_value; i = i + 1)
            begin
                logarithm = i + 1;
            end
        end     
    endfunction
    always @(posedge Clock_in)
       begin
           if(reset==1'b1)
               begin
                   clock_counter<=0;
						 Clock_out<=1'b0;
               end
           else 
               begin
                    if(clock_counter<clock_ratio) 
                    begin
                        clock_counter<=clock_counter+1;  
                        if(clock_counter==clock_ratio_two)
                        begin
                            Clock_out<=~Clock_out;
                        end
                    end
                    else
                    begin 
                        clock_counter<=0;
                        Clock_out<=~Clock_out;
                    end                      
               end
       end
endmodule
module PFC_FB_ON_OFF_Tester(
	input 		          		ADC_CLK_10,
	input 		          		MAX10_CLK1_50,
	input 		          		MAX10_CLK2_50,
	output		    [12:0]		DRAM_ADDR,
	output		     [1:0]		DRAM_BA,
	output		          		DRAM_CAS_N,
	output		          		DRAM_CKE,
	output		          		DRAM_CLK,
	output		          		DRAM_CS_N,
	inout 		    [15:0]		DRAM_DQ,
	output		          		DRAM_LDQM,
	output		          		DRAM_RAS_N,
	output		          		DRAM_UDQM,
	output		          		DRAM_WE_N,
	output		     [7:0]		HEX0,
	output		     [7:0]		HEX1,
	output		     [7:0]		HEX2,
	output		     [7:0]		HEX3,
	output		     [7:0]		HEX4,
	output		     [7:0]		HEX5,
	input 		     [1:0]		KEY,
	output		     [9:0]		LEDR,
	input 		     [9:0]		SW,
	output		     [3:0]		VGA_B,
	output		     [3:0]		VGA_G,
	output		          		VGA_HS,
	output		     [3:0]		VGA_R,
	output		          		VGA_VS,
	output		          		GSENSOR_CS_N,
	input 		     [2:1]		GSENSOR_INT,
	output		          		GSENSOR_SCLK,
	inout 		          		GSENSOR_SDI,
	inout 		          		GSENSOR_SDO,
	inout 		    [15:0]		ARDUINO_IO,
	inout 		          		ARDUINO_RESET_N,
	inout 		    [35:0]		GPIO
);
wire divided_clock;
parameter ON=30;
parameter OFF=32;
parameter WAIT=5;
reg [9:0] count;
reg drive,GPIO0;
reg [8:0] Total_ON_OFF;
parameter BitWidth = 17;   					 
parameter BCDDigits = 6;						 
wire [BCDDigits*4-1:0] BCD_number;
		BinaryToBCDConverter #(BitWidth,BCDDigits) binary_to_BCD( 	.Clk(MAX10_CLK1_50),
																						.BinaryNumber({8'b00000000,Total_ON_OFF}),
																						.BCDNumber(BCD_number),
																						.reset(1'b0));
		SevenSegment SSdriver_ones(.Value(BCD_number[3:0]),
											.seven_segment(HEX0));
		SevenSegment SSdriver_tens(.Value(BCD_number[7:4]),
											.seven_segment(HEX1));
		SevenSegment SSdriver_hundreds(.Value(BCD_number[11:8]),
													.seven_segment(HEX2));
		SevenSegment SSdriver_thousands(.Value(BCD_number[15:12]),
													.seven_segment(HEX3));
		SevenSegment SSdriver_tenthousands(.Value(BCD_number[19:16]),
														.seven_segment(HEX4));
		SevenSegment SSdriver_hundredthousands(.Value(BCD_number[23:20]),
																.seven_segment(HEX5));
ClockDivider #(50000000) clock_divider(	.Clock_in(MAX10_CLK1_50),
																.reset(1'b0),
																.Clock_out(divided_clock));
always @(posedge divided_clock)
begin
	GPIO0<=GPIO[0];
   if(count<=ON+OFF+WAIT-1)
	begin
		Total_ON_OFF<=Total_ON_OFF;
		if(count<=ON-1)
		begin
			drive<=1'b1;
			if(GPIO[0])
			begin
				count<=ON;
			end
			else
			begin
				count<=count+1;
			end
		end
		else
		begin
			if(count<=ON+WAIT-1)
			begin
				drive<=1'b1;
				if(GPIO[0])
				begin
					count<=ON+WAIT;
				end
				else
				begin
					count<=count;
				end
			end
			else
			begin
				drive<=1'b0;
				count<=count+1;
			end
		end
	end
	else
	begin
		count<=0;
		Total_ON_OFF<=Total_ON_OFF+1;
	end
end
assign LEDR[0]=divided_clock;
assign LEDR[1]=GPIO0;
assign LEDR[2]=count[0];																
assign LEDR[9:3]={7{drive}};
assign ARDUINO_IO={16{drive}};
assign GPIO[35:1]={35{drive}};
endmodule
`timescale 1ns / 1ps
module SevenSegment(
		input [3:0] Value,
		output [6:0] seven_segment
    );
    reg a,b,c,d,e,f,g,h;
    always @(Value)
        begin
            case(Value)
                4'b0000:
                begin
                    a<=0;
                    b<=0;
                    c<=0;
                    d<=0;
                    e<=0;
                    f<=0;
                    g<=1;
                end
                4'b0001:
                begin
                    a<=1;
                    b<=0;
                    c<=0;
                    d<=1;
                    e<=1;
                    f<=1;
                    g<=1;
                end
                4'b0010:
                begin
                    a<=0;
                    b<=0;
                    c<=1;
                    d<=0;
                    e<=0;
                    f<=1;
                    g<=0;
                end
                4'b0011:
                begin
                    a<=0;
                    b<=0;
                    c<=0;
                    d<=0;
                    e<=1;
                    f<=1;
                    g<=0;
                end
                4'b0100:
                begin
                    a<=1;
                    b<=0;
                    c<=0;
                    d<=1;
                    e<=1;
                    f<=0;
                    g<=0;
                 end
                 4'b0101:
                 begin
                    a<=0;
                    b<=1;
                    c<=0;
                    d<=0;
                    e<=1;
                    f<=0;
                    g<=0;
                 end
                 4'b0110:
                 begin
                    a<=0;
                    b<=1;
                    c<=0;
                    d<=0;
                    e<=0;
                    f<=0;
                    g<=0;
                 end
                 4'b0111:
                 begin
                    a<=0;
                    b<=0;
                    c<=0;
                    d<=1;
                    e<=1;
                    f<=1;
                    g<=1;
                 end
                 4'b1000:
                 begin
                     a<=0;
                     b<=0;
                     c<=0;
                     d<=0;
                     e<=0;
                     f<=0;
                     g<=0;
                 end
                 4'b1001:
                 begin
                    a<=0;
                    b<=0;
                     c<=0;
                     d<=0;
                    e<=1;
                    f<=0;
                    g<=0;
                end
                default:
                begin
                    a<=1;
                    b<=1;
                    c<=1;
                    d<=1;
                    e<=0;
                    f<=1;
                    g<=1;
                end
            endcase     
        end
assign	 seven_segment={g,f,e,d,c,b,a};
endmodule
==> /design/flow/run.sh <==
#!/bin/bash
# OpenROAD 26Q1-2900-gdf79404cd8, Yosys 0.63+post, stock flow scripts
make -C /OpenROAD-flow-scripts/flow DESIGN_CONFIG=/design/flow/config.mk WORK_HOME=/design/flow/orfs finish
==> /design/flow/config.mk <==
export PLATFORM = sky130hd
export DESIGN_NAME = PFC_FB_ON_OFF_Tester
export DESIGN_NICKNAME = PFC_FB_ON_OFF_Tester
export VERILOG_FILES = /design/flow/design.v
export SDC_FILE = /design/flow/constraint.sdc
export NUM_CORES = 4
export LEC_CHECK = 1
export CORE_UTILIZATION = 50
==> /design/flow/constraint.sdc <==
current_design PFC_FB_ON_OFF_Tester

set clk_period 12.7
set clk_io_pct 0.2

create_clock -name clk0 -period $clk_period [get_ports {MAX10_CLK1_50}]

set non_clock_inputs [all_inputs -no_clocks]
set_input_delay [expr $clk_period * $clk_io_pct] -clock clk0 $non_clock_inputs
set_output_delay [expr $clk_period * $clk_io_pct] -clock clk0 [all_outputs]
==> run summary <==
yosys + openroad results -> Synth top cell by count buf_4, Die Ht 135 um, number of I/O port buffers 52, htree depth 4, failing step clock tree synthesis (4_1_cts), ys cells 937, Yosys Chip Area 8790 sq um, clk buf depth 2, number of unconstrained endpoints 51, Root Driver clkbuf_16, Cell Area, Synth 8790 sq um, ranking of synthesized cells by area dfxtp_1 27%, edfxtp_1 15%, buf_4 13%, fp util 0.510, placed cell areas 8520 sq um, Area leader share 0.269, main flop type dfxtp_1, Commonest cells post-synth 150 x buf_4, 118 x dfxtp_1, 66 x nor2_1, 61 x nand2_1, 44 x edfxtp_1, Post-synth EDFFs 44, die x size 135 um, Syn. warnings 49, IO Pins 185, CTS buffer count 17, run status stopped before the end, gpl congestion 0.883, setup repair bufs after CTS 0, register pins left without a clock 21, leading area contributor after synthesis dfxtp_1, ys async rst share 0, Run Error [error] [KeplerFormal.cpp:679] Workflow failed: Iso has multiple drivers: .ARDUINO_IO0, ARDUINO_IO[0]$_SDFFCE_PN1P_.Q0, sequential element share of the synthesized area 0.419, Distinct lib cells used 79, Mapped Avg Cell Area 9.38 sq um, Detail Placement HPWL 10.5 mm, CTS Hold Bufs 0, post-CTS sizing 0, flops out of synthesis 162, cells after synthesis 937, Row Count 48
-- stage by stage --
step | instances | hold WS, ns | worst slack [ns]
after global placement | 1084 | 0.426 | 7.62
after floorplan | 986 | 0.406 | 7.30
after detailed placement | 1084 | 0.430 | 7.06
-- kinds of logic after synthesis --
family / Yosys count / synth area share
AND-OR/OR-AND: 183 / 0.148
XOR/XNOR: 40 / 0.0398
adder cells (fa/ha/maj): 22 / 0.0313
buffers and inverters: 229 / 0.167
flip-flops: 162 / 0.419
multiplexers: 27 / 0.0340
other: 1 / 0.000427
AND/OR/NAND/NOR: 273 / 0.161
